==> design/flow/config.mk <==
export PLATFORM = sky130hd
export DESIGN_NAME = top
export DESIGN_NICKNAME = top
export VERILOG_FILES = /design/flow/design.v
export SDC_FILE = /design/flow/constraint.sdc
export NUM_CORES = 4
export LEC_CHECK = 1
export CORE_AREA = 10 10 111 111
export DIE_AREA = 0 0 121 121
==> design/flow/constraint.sdc <==
current_design top

set clk_period 6.6
set clk_io_pct 0.2

create_clock -name clk0 -period $clk_period [get_ports {clk}]

set non_clock_inputs [all_inputs -no_clocks]
set_input_delay [expr $clk_period * $clk_io_pct] -clock clk0 $non_clock_inputs
set_output_delay [expr $clk_period * $clk_io_pct] -clock clk0 [all_outputs]
==> design/flow/design.v <==
module top(led, lrck_left, lrck_right, data_left, data_right, bck_left, bck_right, mck_left, mck_right, clk, lrck_1, data_1, bck_1, mck_1);
	output wire led;
	input wire clk;
	output wire lrck_left;
	output wire lrck_right;
	output wire data_left, data_right;
	output wire bck_left, bck_right;
	output wire mck_left, mck_right; 
	input wire lrck_1, data_1, bck_1, mck_1;
	tee tee_lrck(.in(bck_1), .out1(lrck_left), .out2(lrck_right));
	tee tee_bck(.in(lrck_1), .out1(bck_left), .out2(bck_right));
	tee tee_data(.in(mck_1), .out1(data_left), .out2(data_right));
	tee tee_mck(.in(data_1), .out1(mck_left), .out2(mck_right));
	led_counter ledcntr(.clock(clk), .out(led));
endmodule
module tee(in, out1, out2);
	input wire in;
	output wire out1;
	output wire out2;
	assign out1 = in;
	assign out2 = in;
endmodule
module led_counter(clock, out);
	input wire clock;
	output reg out;
	reg [31:0] counter;
	initial 
	begin
		out = 1'b0;
		counter = 32'b0;
	end
	always @(posedge clock)
	begin
		counter <= counter + 1'b1; 
		out <= counter[28];
	end
endmodule
==> design/flow/run.sh <==
#!/bin/bash
# OpenROAD 26Q1-2900-gdf79404cd8, Yosys 0.63+post, stock flow scripts
make -C /OpenROAD-flow-scripts/flow DESIGN_CONFIG=/design/flow/config.mk WORK_HOME=/design/flow/orfs finish
==> Flow_metrics.wiki <==
=== Synthesis and place and route ===
{| class="wikitable"
! Metric !! Value
|-
| Status || complete, no violations
|-
| Setup clock skew after layout || 0.00569 ns
|-
| Average cell area after synthesis || 10.3 µm²
|-
| Static leakage || 0.424 nW
|-
| Number of max-slew violations in the final report || 0
|-
| Clock Pin Slew Worst Setup and Hold Paths || 0.06 ns
|-
| Total Negative Setup Slacks || 0 ns
|-
| Unrepaired setup endpoints after global routing || no
|-
| Number of instances in the placed design || 243
|-
| CTS tree || built
|-
| GRT Resource Usage Total || 0.0255
|-
| DRC violation total after the first TritonRoute iteration || 34
|-
| Synth unique cells || 18
|-
| Core area || 9860 µm²
|-
| Die Width || 121 µm
|-
| Yosys warning total || 1
|-
| First-pass GRT wire length || 3.19 mm
|-
| Clk Tree Root Cell || sky130_fd_sc_hd__clkbuf_8
|-
| Ratio of cells with drive above 1 in the final layout || 0.0932
|-
| Slew at the pin closest to its max-slew limit || 0.583 ns
|-
| Number of buffers added by the clock tree synthesis step || 5
|-
| Average routed wire per standard cell || 6.86 µm
|-
| Final RePlAce weighted congestion || 0.734
|-
| Mapped Cells || 119
|-
| Number of post-CTS setup repair buffers || 0
|-
| Clock Path Buffers || 2
|-
| CP Max Fanout || 2
|-
| Crit. End Element || primary output
|-
| DRC violation count after routing || 0
|-
| Clock latency reported for the late side of the worst-skew pair || 0.28 ns
|-
| Power per standard cell area || 232 nW/µm²
|-
| Required time of the critical path || 5.28 ns
|-
| Rows || 36
|-
| Pre-placement core utilization || 0.125
|-
| Peak supply drop || 0.0734 mV
|-
| Yosys stat cell total || 119
|-
| Share of async-settable or async-resettable flops after synthesis || 0
|-
| Setup Slack @ Placement || 3.96 ns
|-
| Post-synth EDFFs || 0
|-
| Start-to-end type of the worst setup path || in -> out
|-
| Antenna Diode Count || 0
|-
| Path type of the worst min-delay path || reg -> reg
|-
| Stage-log warning count || 25
|-
| Antenna violations before repair || 0
|-
| Post-route setup slack || 3.96 ns
|-
| Sum of overflow across all layers after global routing || 0
|-
| Top cell excl fill/tap || sky130_fd_sc_hd__dfxtp_1
|-
| Most frequently placed logic cells in the final layout || sky130_fd_sc_hd__dfxtp_1 (30), sky130_fd_sc_hd__xnor2_1 (24), sky130_fd_sc_hd__nand3_1 (14), sky130_fd_sc_hd__nand2_1 (9), sky130_fd_sc_hd__nand4_1 (7)
|-
| Pin count of the biggest net entering global routing || 12
|-
| Flip-flop and latch count after synthesis || 30
|-
| I/O pin cnt || 14
|-
| Wire length reported by the detailed router || 1.72 mm
|-
| Max Cap Violations || 0
|-
| Estimated wirelength of the detail-placed design || 1.14 mm
|-
| Setup violators final || 0
|-
| Cell Area, Synth || 1230 µm²
|-
| Area of the die || 14600 µm²
|-
| Number of clock sinks || 30
|-
| Final count of hold timing violations || 0
|-
| Quantity of hold-fixing buffers added after cts || 0
|-
| Category of the worst setup path launch point || input pin
|-
| Final non-filler cell total || 251
|-
| Vias per cell || 2.96
|-
| Total of buffers placed on input and output ports || 1
|-
| # H-tree levels || 2
|-
| Data arrival, critical path || 1.32 ns
|-
| Dominant synthesized flop cell || sky130_fd_sc_hd__dfxtp_1
|-
| Final period utilization || 0.400
|-
| Minimum clock period || 2.64 ns
|-
| Chip area estimate from yosys synthesis || 1230 µm²
|-
| F_max || 379 MHz
|-
| Relative slew margins || 0.609
|-
| Vias in the first global route || 721
|-
| R2r setup slk || 4.87 ns
|-
| Resized Gates After CTS || 0
|-
| 1st-pass router iterations || 4
|-
| Synth Seq Share || 0.488
|-
| Antenna violation net count after detailed routing || 0
|-
| Detailed-route via count || 744
|-
| Layout-stage area growth over the synthesis result || 15.6%
|-
| Height of the die || 121 µm
|}
-- logic make-up (layout without fill, tap and decap cells) --
family,count (synthesis),after routing,share of synthesized area
simple gates,48,48,0.238
flops,30,30,0.488
xor+xnor,27,27,0.192
buf+inv,13,12,0.0712
fa+ha+maj,1,1,0.0102
-- state kept, by name, summed over array words and instances, names as in the netlist --
| signal | cells |
|---|---|
| ledcntr.out | 1 |
| ledcntr.counter | 29 |
-- power by group --
part           switching [mW]  internal [mW]
Combinational               0              0
Clock                  0.0641         0.0839
Sequential                  0          0.181
Total                  0.0641          0.265
-- layer usage --
layer | vias to the layer above | part of all wire | global-route usage
met5 | - | 0 | 0
met4 | 0 | 0.0064 | 0.00452
met3 | 2 | 0.081 | 0.0142
met2 | 12 | 0.35 | 0.0327
met1 | 341 | 0.56 | 0.0365
li1 | 389 | - | -
-- synthesized netlist by cell type, types with 2 or more instances --
cell type                 number  share of area
sky130_fd_sc_hd__nor2_1        6          0.018
sky130_fd_sc_hd__and3_1        4          0.020
sky130_fd_sc_hd__nand3_1      14          0.057
sky130_fd_sc_hd__nand4_4       2          0.035
sky130_fd_sc_hd__xnor2_1      24           0.17
sky130_fd_sc_hd__xor2_1        3          0.021
sky130_fd_sc_hd__nor3_1        3          0.012
sky130_fd_sc_hd__dfxtp_1      30           0.49
sky130_fd_sc_hd__buf_4         8          0.049
sky130_fd_sc_hd__nand2_1       9          0.027
sky130_fd_sc_hd__inv_1         3         0.0092
sky130_fd_sc_hd__nand4_1       7          0.036
-- through the flow --
step / util / instance area [µm²] / power [mW] / hold WS (ns)
final: 0.144 / 1420 / 0.329 / 0.368
after global routing: 0.144 / 1420 / 0.343 / 0.383
after CTS: 0.144 / 1420 / 0.334 / 0.370
after detailed placement: 0.135 / 1330 / 0.185 / 0.361
after global placement: 0.135 / 1330 / 0.185 / 0.357
after floorplan: - / 1230 / 0.188 / 0.350
-- layout make-up --
cell class | count | area (µm²)
well taps | 133 | 166
fillers | 1084 | 8440
repair buffers | 1 | 10.0
multi-input cells | 76 | 542
flip-flops and latches | 30 | 601
clock buffers | 7 | 86.3
inverters | 3 | 11.3
clock inverters | 1 | 5.00
-- final timing paths --
kind	from	end	cells past startpoint
worst max-delay path	lrck_1	bck_left	0
worst max register to register	ledcntr.counter[8]	ledcntr.counter[27]	4
worst min-delay path	ledcntr.counter[28]	ledcntr.out	0
worst min register to register	ledcntr.counter[28]	ledcntr.out	0
No activity file was given, so power comes from the tool's default toggle rates.
